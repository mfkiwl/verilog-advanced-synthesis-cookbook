<file path="/design/flow/design.v">
module ternary_sum_nine #(
    parameter WIDTH = 32
) (
    input clk,
    input [WIDTH-1:0] i0,
    input [WIDTH-1:0] i1,
    input [WIDTH-1:0] i2,
    input [WIDTH-1:0] i3,
    input [WIDTH-1:0] i4,
    input [WIDTH-1:0] i5,
    input [WIDTH-1:0] i6,
    input [WIDTH-1:0] i7,
    input [WIDTH-1:0] i8,
    output [WIDTH+4-1:0] o
);
wire [WIDTH+2-1:0] level0_sum0, level0_sum1, level0_sum2;
ternary_node #(.WIDTH(WIDTH)) tenary_adder_l0_a(.clk(clk), .a(i0), .b(i1), .c(i2), .o(level0_sum0));
ternary_node #(.WIDTH(WIDTH)) tenary_adder_l0_b(.clk(clk), .a(i3), .b(i4), .c(i5), .o(level0_sum1));
ternary_node #(.WIDTH(WIDTH)) tenary_adder_l0_c(.clk(clk), .a(i6), .b(i7), .c(i8), .o(level0_sum2));
ternary_node #(.WIDTH(WIDTH+2)) tenary_adder_l1(.clk(clk), .a(level0_sum0), .b(level0_sum1), .c(level0_sum2), .o(o));
endmodule
module ternary_node #(
    parameter WIDTH = 32
) (
    input clk,
    input [WIDTH-1:0] a,
    input [WIDTH-1:0] b,
    input [WIDTH-1:0] c,
    output reg [WIDTH+2-1:0] o
);
always @(posedge clk) begin
    o <= a + b + c;
end
endmodule
</file>
<file path="/design/flow/run.sh">
#!/bin/bash
# OpenROAD 26Q1-2900-gdf79404cd8, Yosys 0.63+post, stock flow scripts
make -C /OpenROAD-flow-scripts/flow DESIGN_CONFIG=/design/flow/config.mk WORK_HOME=/design/flow/orfs finish
</file>
<file path="/design/flow/config.mk">
export PLATFORM = sky130hd
export DESIGN_NAME = ternary_sum_nine
export DESIGN_NICKNAME = ternary_sum_nine
export VERILOG_FILES = /design/flow/design.v
export SDC_FILE = /design/flow/constraint.sdc
export NUM_CORES = 4
export LEC_CHECK = 1
export CORE_UTILIZATION = 30
</file>
<file path="/design/flow/constraint.sdc">
current_design ternary_sum_nine

set clk_period 17.1
set clk_io_pct 0.2

create_clock -name clk0 -period $clk_period [get_ports {clk}]

set non_clock_inputs [all_inputs -no_clocks]
set_input_delay [expr $clk_period * $clk_io_pct] -clock clk0 $non_clock_inputs
set_output_delay [expr $clk_period * $clk_io_pct] -clock clk0 [all_outputs]
</file>
==> deck_impl_summary.md <==
Synthesis and Place & Route Summary

Timing
  • Fmax: 124.3 MHz
  • Setup Skew: about 0.0070 ns
  • Final setup margin: 9.057 ns
  • Crit path time final: 8.043 ns
  • Setup TNS: 0 ns
  • Final hold vios: 0
  • Endpoints failing setup: 0
  • Relative slew slack: 52.80%
  • Pins Over Slew Limit: 0
  • Final period utilization: 47.04%
  • Measured slew at the worst slew-check pin: 0.7006 ns
  • Unrepaired setup endpoints after global routing: false

Clock tree
  • Total CTS buffers: 17
  • CTS tree: yes
  • CTS Hold Buffers Added: 0
  • Clock-pin slew on the worst setup and hold paths: ~0.060 ns
  • Setup bufs post-CTS: 0
  • CTS Root Cell: clkbuf_16
  • Htree depth: 4
  • CTS Buffer Depth: 2
  • Clock Sinks: roughly 140
  • CTS resizes: 0
  • Worst skew pair latency: 0.44 ns

Status
  • Status: complete, no violations

Logic synthesis
  • Avg Inst Size Synth: between 8 and 9 µm²
  • Seq share, synth: 18.11%
  • Synthesized instance count: roughly 1,900
  • Post-Syn Area: 15,260 µm²
  • Ys Warns: 2
  • Async SR Flop Fraction: 0%
  • EDFF count, synth: 0
  • Ys cells: 1,873
  • Ys flops: 138
  • Synth cell types: around 70
  • Yosys stat area: 15,260 µm²
  • Dominant register cell: dfxtp_1

Cells and area
  • Fillers: 4,873
  • Synth-to-layout area growth: 30.89%
  • Layout cells sized above 1: 2.617%

Drt
  • Vias per cell: 5.096
  • Residual DRC count: 0
  • DR vias: 14,720
  • Antenna-violating nets left: 0
  • Initial drt markers: about 600
  • Diode count: 0
  • Routed len/inst: 15.65 µm
  • DR pass1 iterations: 6
  • Final WL: between 40 and 50 mm

Worst setup path
  • Worst-path cell with the longest stage delay: clkdlybuf4s50_1
  • Critical path class: in2reg
  • CP peak stage delay: 0.46 ns
  • Crit path DRT: 17.40 ns
  • Critical path's top delay family: AND-OR/OR-AND gates
  • CP cell instances: clkdlybuf4s50_1 > ha_1 > inv_1 > fa_1 > nor2b_1 > o31ai_1 > a211oi_1 > o21ai_0 > a31oi_1 > a41oi_1 > xnor2_1 > ha_1 > a21oi_1 > nor2_1 > o21ai_0 > o21ai_0 > a311oi_1 > o21ai_0 > a31o_2 > a311oi_1 > nor3_1
  • Crit path launch type: primary input
  • Crit-path most repeated cell: o21ai_0
  • CP Buf/Inv Count: 2
  • Worst-path fanout max: 7
  • WP data arrival: 8.35 ns
  • Crit. End Element: flop

Placement
  • Placer Congestion: 0.9377
  • Detailed Place HPWL: 38.57 mm
  • I/O Buffers: 324
  • Place WS: 8.643 ns

Floorplanning
  • Chip Width: 227.5 µm
  • Core area: 50,170 µm²
  • # rows: 82
  • Die Ht: 227.5 µm
  • FP Util: 30.41%
  • Die area: 51,770 µm²
  • IO Pins: 325

Power
  • Pleak: around 8.7 nW
  • PwrDens: 215.7 nW/µm²
  • Maximum vdd drop: 119.7 µV
  • Total power: 4.308 mW

Global route
  • Total congestion overflow: 0
  • Largest net degree at the start of global routing: 17
  • All-layer global routing usage: 17.55%
  • Number of global-route vias before repair: 14,500
  • First-pass GRT wire length: a little over 70 mm
  • Initial antenna violation count: 1

Run
  • Log Warnings: 26
  • Max-cap violations: 0

Min path
  • Hold Crit Class: reg2reg
## worst reg2reg max path, stage by stage, from the launching register on
cell and delay, ns:
dfxtp_1 0.30, ha_1 0.21, fa_1 0.43, a211oi_1 0.35, o211ai_1 0.23, a31o_2 0.27, a21oi_1 0.17, xnor2_1 0.19
ha_1 0.35, a21oi_1 0.22, o221ai_1 0.17, a211o_1 0.36, o21ai_1 0.24, a211oi_1 0.13, or3_4 0.41, a31o_2 0.31
a2111oi_2 0.36, nor3_1 0.08
## synth_stat cells (all sizes together), types with 37 or more instances
library cell,number,share of area [%]
o21ai,126,4.1
xnor2,164,9.4
nor3,38,1.2
a21o,111,5.5
nor2,115,2.8
a211oi,37,1.8
ha,261,21
xor2,61,3.5
o21bai,43,2.1
nand2,100,2.5
inv,71,1.7
a21oi,208,6.8
nand3,42,1.4
dfxtp,138,18
## layout by cell type, fill, tap and decap left out, types with 61 or more instances in the layout
cell type / instances
inv_1: 71
ha_1: 261
o21ai_0: 123
a21oi_1: 208
nor2_1: 115
dfxtp_1: 138
xnor2_1: 164
xor2_1: 61
nand2_1: 100
a21o_1: 111
clkdlybuf4s50_1: 324
## area by class of cell
cell class,instances,area [µm²],share of cell area (%)
multi-input combinational,1651,12180,60.98
timing repair buffer,324,3243,16.24
sequential,138,2763,13.83
tap,672,840.8,4.210
clock buffer,22,494.2,2.475
inverter,71,266.5,1.334
clock inverter,10,185.2,0.9272
## power breakdown
group | leakage [nW] | switching (mW) | total, mW | internal, mW
clock network | 0.333 | 0.139 | 0.417 | 0.278
logic | 7.22 | 1.82 | 3.29 | 1.47
registers | 1.16 | 0.0650 | 0.597 | 0.532
total | 8.72 | 2.03 | 4.31 | 2.28
## flip-flops by register name, indices dropped and copies added, names as in the netlist
name	cells
tenary_adder_l1.o	36
tenary_adder_l0_b.o	34
tenary_adder_l0_c.o	34
tenary_adder_l0_a.o	34
## stage by stage
stage	cells	util, %	hold WS (ns)	cell area, µm²
6_report	2888	39.81	0.4656	19970
5_1_grt	2888	39.81	0.4925	19970
4_1_cts	2888	39.81	0.4676	19970
3_5_place_dp	2856	38.45	0.4416	19290
3_3_place_gp	2856	38.45	0.4598	19290
2_1_floorplan	1873	-	0.4324	15260
## final timing paths
kind	cells past startpoint	slack [ns]	from	end
setup reg to reg	17	12.22	tenary_adder_l0_a.o[0]	tenary_adder_l1.o[30]
hold reg to reg	1	0.47	tenary_adder_l0_c.o[0]	tenary_adder_l1.o[0]
hold / removal	1	0.47	tenary_adder_l0_c.o[0]	tenary_adder_l1.o[0]
setup / recovery	21	9.06	i6[0]	tenary_adder_l0_c.o[33]
## per-layer routing
layer / share of wire [%] / wire (µm) / track usage (%) / vias up
met5: 0.024 / 11 / 0 / -
met4: 1.8 / 804 / 2.663 / 2
met3: 4.2 / 1912 / 2.003 / 41
met2: 46 / 20600 / 29.79 / 337
met1: 48 / 21880 / 24.48 / 6656
li1: - / - / - / 7680
## cell families (layout without fill, tap and decap cells)
logic type / Yosys count / in the layout / share of synthesized area, %
flops: 138 / 138 / 18.11
mux: 3 / 3 / 0.2050
simple gates: 447 / 447 / 14.38
buf+inv: 84 / 427 / 2.075
fa+ha+maj: 269 / 269 / 22.45
xor+xnor: 225 / 225 / 12.92
compound gates: 707 / 707 / 29.86
No activity file was given, so power comes from the tool's default toggle rates.
