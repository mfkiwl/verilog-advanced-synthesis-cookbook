`flow/design.v`:
```
module carry_select_adder #(
    parameter WIDTH = 32,
    parameter CUT_WIDTH = 14
) (
    input [WIDTH-1:0] a,
    input [WIDTH-1:0] b,
    output [WIDTH-1:0] o,
    output c
);
    localparam LEVEL = ceil(WIDTH, CUT_WIDTH);
    localparam LAST_WIDTH = WIDTH % CUT_WIDTH == 0 ? CUT_WIDTH : WIDTH % CUT_WIDTH;
    wire [LEVEL-1:0] carry_chain;
    assign c = carry_chain[LEVEL-1];
    wire [CUT_WIDTH:0] level_sum;
    assign level_sum = a[CUT_WIDTH-1:0] + b[CUT_WIDTH-1:0];
    assign carry_chain[0] = level_sum[CUT_WIDTH];
    assign o[CUT_WIDTH-1:0] = level_sum[CUT_WIDTH-1:0];
    genvar i;
    generate
        for (i = 1; i < LEVEL-1; i++) begin:csa_node
            carry_select_adder_node #(.WIDTH(CUT_WIDTH))
            node(.a(a[(i+1)*CUT_WIDTH-1:i*CUT_WIDTH]), .b(b[(i+1)*CUT_WIDTH-1:i*CUT_WIDTH]), .s(carry_chain[i-1]), .o(o[(i+1)*CUT_WIDTH-1:i*CUT_WIDTH]), .c(carry_chain[i]));
        end
    endgenerate
    carry_select_adder_node #(.WIDTH(LAST_WIDTH))
    last_node(.a(a[WIDTH-1:(LEVEL-1) *CUT_WIDTH]), .b(b[WIDTH-1:(LEVEL-1) *CUT_WIDTH]), .s(carry_chain[LEVEL-2]), .o(o[WIDTH-1:(LEVEL-1) *CUT_WIDTH]), .c(carry_chain[LEVEL-1]));
    function integer ceil;
        input integer a;
        input integer b;
        reg odd;
        odd = a % b > 0 ? 1 : 0;
        ceil = a / b + odd;
    endfunction
endmodule
module carry_select_adder_node #(
    parameter WIDTH = 32
) (
    input [WIDTH-1:0] a,
    input [WIDTH-1:0] b,
    input s,
    output [WIDTH-1:0] o,
    output c
);
    wire [WIDTH:0] sum_with0, sum_with1;
    assign sum_with0 = a + b;
    assign sum_with1 = a + b + 1;
    assign o = s ? sum_with1[WIDTH-1:0] : sum_with0[WIDTH-1:0];
    assign c = s ? sum_with1[WIDTH] : sum_with0[WIDTH];
endmodule
```
`flow/constraint.sdc`:
```
current_design carry_select_adder

set clk_period 8.4
set clk_io_pct 0.2

create_clock -name clk0 -period $clk_period

set non_clock_inputs [all_inputs -no_clocks]
set_input_delay [expr $clk_period * $clk_io_pct] -clock clk0 $non_clock_inputs
set_output_delay [expr $clk_period * $clk_io_pct] -clock clk0 [all_outputs]
```
`flow/config.mk`:
```
export PLATFORM = sky130hd
export DESIGN_NAME = carry_select_adder
export DESIGN_NICKNAME = carry_select_adder
export VERILOG_FILES = /design/flow/design.v
export SDC_FILE = /design/flow/constraint.sdc
export NUM_CORES = 4
export LEC_CHECK = 1
export CORE_AREA = 10 10 102 102
export DIE_AREA = 0 0 112 112
```
`flow/run.sh`:
```
#!/bin/bash
# OpenROAD 26Q1-2900-gdf79404cd8, Yosys 0.63+post, stock flow scripts
make -C /OpenROAD-flow-scripts/flow DESIGN_CONFIG=/design/flow/config.mk WORK_HOME=/design/flow/orfs finish
```
==> results.tsv <==
metric	value	unit
outcome	finished, final reports clean	
layout-drive-gt1-share	4.44	%
yosysCellCount	218	
fin_area	2730	um2
ir_drop	0.0000360	V
core.rowCount	33	
final-comb-area	1510	um2
setup_viol	0	
area_leaders	ha_1 26%, xnor2_1 10%, inv_1 6.9%	
drt_pre_antenna_iters	4	
wl_per_cell	12.5	um
arrival	5230	ps
totalWireLength	5230	um
yosysMostFrequentCell	ha_1	
grt-busiest-layer	met2	
slew_violations	0	
fp_util	19.8	%
yosys.area_share.aoi	28.5	%
die_h	112	um
worst_setup_path_start_kind	input pin	
num_vias	1773	
critPathRequiredTime	6720	ps
grt_use_met1	10.5	%
period_used_share	82.3	%
nFillCells	853	
postCtsSetupBuffers	0	
met3_usage	1.95	%
io_buffers	97	
cp-end-kind	primary output	
tool_warnings	34	
ys_seq_share	0	%
largest_area_cell	ha_1	
worst-setup-path-type	in -> out	
ys_area	1620	um2
drt-initial-drc-count	61	
top_logic_kind	adder cells	
gp_congestion	0.790	
n_antenna_cell	0	
crit_fanout	4	
grtUsageMet2	13.7	%
yosys.area_share.adder	32.4	%
dp_hpwl	4860	um
hp-class	in -> out	
placed_cell_area	2730	um2
ys_sh_xor	14.0	%
flop_area	0	um2
first_global_vias	1835	
cts_resized	0	
ant_nets	0	
top_cells_by_count	34 x ha_1, 30 x inv_1, 21 x nor2_1, 19 x xnor2_1	
worst_slew_pin_slew	380	ps
hp-start	b[0]	
hold_viol_final	0	
grt_max_degree	7	
avgSynthCellArea	7.45	um2
drcViolationCount	0	
grt_overflow	0	
yosysWarnings	0	
core_area	8220	um2
area_growth	67.9	%
min_to	o[0]	
leakage	1.20	nW
hold_depth	3	
yosysTopAreaCellShare	26.2	%
simple_gate_share	16.9	%
netlist_instances	218	
tns	0	ps
die-area	12500	um2
fmax	145	MHz
rsz0062_at_grt	false	
placed_cells	420	
fp.dieW	112	um
ys_types	39	
cts_hold_buf	0	
nClkBuffers	0	
drt-vias-per-instance	4.22	
antenna_found_initial	0	
whs	4390	ps
muxShareOfSynthArea	1.23	%
max-slew-margin-rel	74.7	%
finalCriticalPeriod	6910	ps
grt_util_all_layers	7.97	%
drv_cap	0	
ios	97	
p_per_area	78.9	nW/um2
instances_no_fill	420	
grt_pass1_wl	8710	um
netlist_area	1620	um2
design.seq.count	0	
## worst max-delay path: stages
cell and delay (ps):
clkdlybuf4s50_1 460, ha_1 160, inv_1 50, fa_1 400
nor2b_1 170, o2111ai_1 150, nand3_1 110, nand4_1 220
and3_2 280, o31ai_2 330, a21oi_1 150, o31ai_1 310
a21oi_1 130, xnor2_1 160, clkdlybuf4s50_1 490
## layout make-up
| cell class | count | share of cell area (%) |
|---|---|---|
| timing repair buffer | 97 | 35.6 |
| inverter | 30 | 4.13 |
| multi-input combinational | 188 | 55.4 |
| tap | 105 | 4.82 |
## placed cells by master, fill, tap and decap left out, types with 2 or more instances in the layout
cell type        Yosys  routed
and2_1               2       2
o21a_1               4       4
fa_1                 5       5
ha_1                34      34
nand2_1             17      17
a31oi_1              4       4
and3_1               2       2
o21bai_1             3       3
mux2i_1              2       2
a41oi_1              2       2
nor2_1              21      21
o31ai_1              2       2
nand3_1              2       2
or2_2                2       2
clkdlybuf4s50_1      0      97
a31o_2               2       2
nand4_1              2       2
inv_1               30      30
a21o_1               7       7
nor3_1               4       4
o21ai_0             10      10
a21oi_1             17      17
xor2_1               7       7
nor2b_1              2       2
a21o_2               2       2
xnor2_1             19      19
## cells by family (layout without fill, tap and decap cells)
logic type | count (synthesis) | after routing
AOI/OAI and AO/OA | 63 | 63
xor gates and xnor gates | 26 | 26
adders and majority gates | 39 | 39
buffers and inverters | 30 | 127
muxes | 2 | 2
and+or+nand+nor | 58 | 58
## per-layer routing
layer	share of wire [%]	routed length (um)	vias up
li1	-	-	966
met1	48	2490	761
met2	46	2420	46
met3	6.3	329	0
met4	0	0	0
met5	0	0	-
## where the power goes
part	total, mW	internal (mW)	switching (mW)
Clock	0	0	0
Combinational	0.215	0.136	0.0794
Sequential	0	0	0
Total	0.215	0.136	0.0794
## worst max path at each step
stage / start / to / slack (ps) / cells after the start
final: a[0] / o[25] / 1490 / 15
after CTS: a[0] / o[25] / 1470 / 15
after global routing: b[0] / o[25] / 1160 / 15
## metrics by stage
stage	util, %	setup slack [ps]	total power, mW
2_1_floorplan	-	2710	0.0973
3_3_place_gp	33.2	1530	0.220
3_5_place_dp	33.2	1490	0.218
4_1_cts	33.2	1470	0.220
5_1_grt	33.2	1160	0.241
6_report	33.2	1490	0.215
Power and IR drop assume default switching activity.
