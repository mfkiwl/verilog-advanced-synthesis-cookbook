`./config.mk`:
```
export PLATFORM = sky130hd
export DESIGN_NAME = double_addsub
export DESIGN_NICKNAME = double_addsub
export VERILOG_FILES = /design/flow/design.v
export SDC_FILE = /design/flow/constraint.sdc
export NUM_CORES = 4
export LEC_CHECK = 1
export CORE_UTILIZATION = 30
```
`./constraint.sdc`:
```
current_design double_addsub

set clk_period 11.4
set clk_io_pct 0.2

create_clock -name clk0 -period $clk_period

set non_clock_inputs [all_inputs -no_clocks]
set_input_delay [expr $clk_period * $clk_io_pct] -clock clk0 $non_clock_inputs
set_output_delay [expr $clk_period * $clk_io_pct] -clock clk0 [all_outputs]
```
`./design.v`:
```
module double_addsub #(
    parameter WIDTH = 32
) (
    input [WIDTH-1:0] a,
    input [WIDTH-1:0] b,
    input negate_a,
    input negate_b,
    output [WIDTH-1:0] o
);
wire [WIDTH-1:0] a_negated;
wire [WIDTH-1:0] b_negated;
wire [1:0] constant;
assign a_negated = a ^ {WIDTH{negate_a}};
assign b_negated = b ^ {WIDTH{negate_b}};
assign constant = {negate_a & negate_b, negate_a ^ negate_b};
assign o = a_negated + b_negated + constant;
endmodule
```
`./run.sh`:
```
#!/bin/bash
# OpenROAD 26Q1-2900-gdf79404cd8, Yosys 0.63+post, stock flow scripts
make -C /OpenROAD-flow-scripts/flow DESIGN_CONFIG=/design/flow/config.mk WORK_HOME=/design/flow/orfs finish
```
==> run notes <==
Quick summary of the implementation run below.

The post-layout period usage of the worst path is 74.79%. The number of unique standard cell types used by synthesis is 52. The length of the first detailed-routing pass in iterations is 4. The via count is 2601. The die footprint is 9498 µm². The power report puts the leakage power at 0.001694 µW.

The first-pass GRT wire length came out at 10.94 mm. Per the cell usage report, the commonest logic cell in the layout is sky130_fd_sc_hd__clkdlybuf4s50_1. The mapped cell area is 2734 µm². After clock tree synthesis, the repair step resized 0 gates. The final-report setup violation count came out at 0. The number of failing hold endpoints at the final stage is 0. The count of synthesis-stage warnings from yosys came out at 0. The flow ran to the end, and the final reports show no timing, DRC or antenna violations.

Hold repair after CTS inserted 0 buffers. The cell count listed in synth_stat.txt is 345. Looking at the max-slew report, the worst-margin pin has a slew of 0.5231 ns.

The remaining global-route overflow came out at 0. The combined global-route utilization of all metal layers is 13.58%. The warning total across the stage logs came out at 32. The path type of the worst setup path is in2out. For reference, the critical path cell chain is buf_2, buf_4, ha_1, inv_1, fa_1, inv_1, ha_1, fa_1, a211oi_1, o21ai_1, a21bo_2, a21oi_2, a211oi_1, a311oi_1, xnor2_1, clkdlybuf4s50_1. The post-synthesis area per instance came out at 7.924 µm². The number of antenna-violating nets in the routed design came out at 0. The final weighted congestion in routability-driven placement came out at 0.8437. The clock buffer count came out at 0. The layout overhead on the synthesized area is 37.67%.

The headroom to the max-slew limit is 65.12%. The post-synthesis cell count is 345. The max-cap violation count is 0. The worst setup path is captured at an output pin.

The path category of the worst min-delay check is in2out. The time the final worst path needs with I/O delays and setup came out at 8.526 ns. The final layout contains routed wiring with a total length of 6.502 mm. For this run, the register share of the synthesized area comes to 0%.

Before CTS, the worst setup slack after placement is 2.824 ns. The required time of the critical path is 9.12 ns. Setup repair after global routing left no endpoint under its margin. The summed negative setup slack over all endpoints came out at 0 ns.

Per the final report, max-transition violations number 0. Per the OpenROAD floorplan log, the area of the core is 8763 µm². The buffer and inverter count on the worst path came out at 5.

The area recorded from the Yosys report for this design is 2734 µm². The detailed-route vias per instance came out at 4.853. The number of placement rows came out at 34. VDD sags by at most 0.05700 mV. The violation count after the first detailed-routing iteration came out at 114. The count of input and output buffers came out at 98. The number of placed I/O pins is 98. The maximum single-stage delay on the critical path is 0.48 ns.

The post-CTS setup repair buffer count came out at 0. The pre-placement core utilization is 31.20%. The sequential cell count of the final layout came out at 0. The startpoint class of the critical path is an input pin. The highest net fanout along the worst path came out at 33. The area taken by sequential standard cells is reported as 0 µm². The script parses the final routing iteration and logs DRC violations as 0. The number of inserted filler cells in the final layout is 907. The number of global-route vias before repair was 2453.

Entering global routing, the biggest net connects 34 pins. The minimum hold slack is 5.619 ns. The number of antenna violations at the first check in global routing came to 0. In the final layout, the share of cells above drive strength 1 is 4.206%. The arrival time of data at the worst endpoint is listed as 6.25 ns. The startpoint identified for the worst hold timing path is a[31]. Note, the detailed placer reported a final HPWL of 5.475 mm. Leaving out buffers and inverters, the combinational logic in the layout accounts for 2601 µm².

The power per cell area came out at 116.1 nW/µm². The diode insertion count for antenna repair came out at 0. The die height is 97.46 µm. The highest achievable clock rate came out at 117.3 MHz. Setup slack on the critical path of the routed design comes to 2.874 ns. The die is 97.46 µm wide. The library cells used most frequently in the layout, excluding fill and tap cells, are sky130_fd_sc_hd__clkdlybuf4s50_1 (96), sky130_fd_sc_hd__xor2_1 (68), sky130_fd_sc_hd__ha_1 (60). The dominant delay contributor by cell family on the critical path is adder cells. The post-detailed-route wirelength per cell came out at 12.13 µm. OpenSTA lists the critical path startpoint as negate_b. Looking at the critical path, the single cell with the biggest stage delay is sky130_fd_sc_hd__clkdlybuf4s50_1.
==> Yosys cell counts (all sizes together), types with 3 or more instances <==
library cell	instances	area, µm²
xor2	68	595.6
ha	60	750.7
a21oi	33	168.9
xnor2	23	201.4
o21ai	17	85.08
a21o	16	122.6
nand2	16	60.06
nor2	14	52.55
inv	11	41.29
buf	10	48.79
nand3	9	45.04
a211oi	7	70.07
clkbuf	5	22.52
nor3	5	25.02
o21bai	5	37.54
nor2b	4	25.02
o21a	4	30.03
a31oi	3	18.77
a41oi	3	33.79
fa	3	60.06
nand2b	3	18.77
==> report_power, final <==
| group | switching (µW) | total, µW | internal, µW |
|---|---|---|---|
| Sequential | 0 | 0 | 0 |
| Combinational | 185 | 437 | 251 |
| Clock | 0 | 0 | 0 |
==> per-stage QoR <==
| stage | power, µW | area (µm²) | cells | util, % |
|---|---|---|---|---|
| 6_report | 436.9 | 3764 | 536 | 42.95 |
| 5_1_grt | 489.7 | 3764 | 536 | 42.95 |
| 4_1_cts | 443.1 | 3764 | 536 | 42.95 |
| 3_5_place_dp | 438.0 | 3764 | 536 | 42.95 |
| 3_3_place_gp | 439.5 | 3764 | 536 | 42.95 |
| 2_1_floorplan | 246.5 | 2734 | 345 | - |
==> path summary, 6_finish.rpt <==
kind	endpoint	depth (start not counted)
worst min-delay path	o[31]	4
worst max-delay path	o[25]	16
==> routing by layer <==
metal | share of wire [%] | vias up | GRT usage, %
li1 | - | 1409 | -
met1 | 52 | 1136 | 20.72
met2 | 44 | 52 | 22.05
met3 | 3.5 | 4 | 0.8053
met4 | 0.85 | 0 | 0.9050
met5 | 0 | - | 0
==> area by class of cell <==
cell class         instances  share of cell area [%]
inverters                 11                   1.097
repair buffers           100                   26.20
well taps                108                   3.590
multi-input cells        317                   69.12
==> cells by family after synthesis <==
family | synth area share (%)
XOR/XNOR | 29.15
adder cells (fa/ha/maj) | 29.66
buffers and inverters | 4.851
AND/OR/NAND/NOR | 11.30
AND-OR/OR-AND | 25.04
No activity file was given, so power comes from the tool's default toggle rates.
